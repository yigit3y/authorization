[design/flow/design.v]
module AuthorizationSystem(
    input wire clk,         
    input wire reset,       
    input wire [3:0] code,  
    input wire validate,    
    output reg auth_status  
);
    parameter CORRECT_CODE = 4'b1010; 
    always @(posedge clk or posedge reset) begin
        if (reset) begin
            auth_status <= 0; 
        end else if (validate) begin
            auth_status <= (code == CORRECT_CODE); 
        end
    end
endmodule
module GeneralManagement(
    input wire clk,
    input wire reset,
    input wire [2:0] control_signals, 
    output reg [2:0] module_status    
);
    always @(posedge clk or posedge reset) begin
        if (reset) begin
            module_status <= 3'b000; 
        end else begin
            module_status <= control_signals; 
        end
    end
endmodule
module LightingControl(
    input wire clk,
    input wire reset,
    input wire light_on,
    input wire light_dim,
    output reg [1:0] state 
);
    parameter OFF = 2'b00, DIM = 2'b01, ON = 2'b10;
    always @(posedge clk or posedge reset) begin
        if (reset)
            state <= OFF;
        else begin
            case (state)
                OFF: if (light_on) state <= ON; else if (light_dim) state <= DIM;
                DIM: if (light_on) state <= ON; else if (!light_dim) state <= OFF;
                ON: if (!light_on) state <= OFF;
            endcase
        end
    end
endmodule
module WhiteGoodsControl(
    input wire clk,
    input wire reset,
    input wire start_washer,
    input wire start_dishwasher,
    output reg washer_status,
    output reg dishwasher_status
);
    always @(posedge clk or posedge reset) begin
        if (reset) begin
            washer_status <= 0;
            dishwasher_status <= 0;
        end else begin
            washer_status <= start_washer;
            dishwasher_status <= start_dishwasher;
        end
    end
endmodule
module ClimateControl(
    input wire clk,
    input wire reset,
    input wire [7:0] temperature, 
    input wire [7:0] humidity,    
    output reg heater_on,         
    output reg cooler_on          
);
    parameter TEMP_HIGH = 8'd25;  
    parameter TEMP_LOW = 8'd18;
    always @(posedge clk or posedge reset) begin
        if (reset) begin
            heater_on <= 0;
            cooler_on <= 0;
        end else begin
            if (temperature > TEMP_HIGH)
                cooler_on <= 1;
            else
                cooler_on <= 0;
            if (temperature < TEMP_LOW)
                heater_on <= 1;
            else
                heater_on <= 0;
        end
    end
endmodule
module SafetySystem(
    input wire clk,
    input wire reset,
    input wire motion_detected,
    input wire smoke_detected,
    output reg alarm
);
    always @(posedge clk or posedge reset) begin
        if (reset)
            alarm <= 0;
        else if (motion_detected || smoke_detected)
            alarm <= 1; 
        else
            alarm <= 0; 
    end
endmodule
module HomeOasis_Top(
    input clk,
    input reset,
    input [3:0] code,
    input validate,
    input light_on,
    input light_dim,
    input start_washer,
    input start_dishwasher,
    input [7:0] temperature,
    input [7:0] humidity,
    input motion_detected,
    input smoke_detected,
    output auth_status,
    output [1:0] light_state,
    output washer_status,
    output dishwasher_status,
    output heater_on,
    output cooler_on,
    output alarm
);
    AuthorizationSystem auth_sys (
        .clk(clk),
        .reset(reset),
        .code(code),
        .validate(validate),
        .auth_status(auth_status)
    );
    LightingControl light_ctrl (
        .clk(clk),
        .reset(reset),
        .light_on(light_on),
        .light_dim(light_dim),
        .state(light_state)
    );
    WhiteGoodsControl wg_ctrl (
        .clk(clk),
        .reset(reset),
        .start_washer(start_washer),
        .start_dishwasher(start_dishwasher),
        .washer_status(washer_status),
        .dishwasher_status(dishwasher_status)
    );
    ClimateControl climate_ctrl (
        .clk(clk),
        .reset(reset),
        .temperature(temperature),
        .humidity(humidity),
        .heater_on(heater_on),
        .cooler_on(cooler_on)
    );
    SafetySystem safety_sys (
        .clk(clk),
        .reset(reset),
        .motion_detected(motion_detected),
        .smoke_detected(smoke_detected),
        .alarm(alarm)
    );
endmodule
[design/flow/run.sh]
#!/bin/bash
# OpenROAD 26Q1-2900-gdf79404cd8, Yosys 0.63+post, stock flow scripts
make -C /OpenROAD-flow-scripts/flow DESIGN_CONFIG=/design/flow/config.mk WORK_HOME=/design/flow/orfs finish
[design/flow/config.mk]
export PLATFORM = sky130hd
export DESIGN_NAME = HomeOasis_Top
export DESIGN_NICKNAME = HomeOasis_Top
export VERILOG_FILES = /design/flow/design.v
export SDC_FILE = /design/flow/constraint.sdc
export NUM_CORES = 4
export LEC_CHECK = 1
export CORE_AREA = 10 10 70 70
export DIE_AREA = 0 0 80 80
[design/flow/constraint.sdc]
current_design HomeOasis_Top

set clk_period 1.1
set clk_io_pct 0.2

create_clock -name clk0 -period $clk_period [get_ports {clk}]

set non_clock_inputs [all_inputs -no_clocks]
set_input_delay [expr $clk_period * $clk_io_pct] -clock clk0 $non_clock_inputs
set_output_delay [expr $clk_period * $clk_io_pct] -clock clk0 [all_outputs]
==> design notes <==
The main area contributors are dfrtp_1 (48%), ha_1 (9.1%), nor4b_1 (4.2%). The first-pass GRT wire length was 2132 microns; the count of library flops with an enable pin was 0. The most frequently used library cell after synthesis is dfrtp_1.

The critical path arrival is 1.76 ns, and the area of the mapped netlist is 414.1 sq um. The run gives 0.234 for the proportion of power drawn by flip-flops and latches. The most frequently used flop master after synthesis was dfrtp_1. For this run, the chip area from Yosys synthesis comes to 414.1 sq um. In this run the worst setup path begins at light_ctrl.state[0]. Per the OpenROAD floorplan log, the width of the die is 80 microns.

The OpenROAD report gives the critical path a required time of 1.22 ns. The number of hold violations in the final report is 0, and the total number of vias is 444. The flow reports an fmax of 608.0 MHz.

Setup repair after global routing could not meet its margin everywhere. Pin placement for this block handled 37 I/O pins. The tools report the cell-internal power as 1075 uW.

Per the post-route antenna check, the number of violating nets is 0. With the clock share of power at 0.140, the sum of routed wire length over all layers is 1333 microns. Count of port buffers added during placement: 27. For the number of levels the H-tree was split into, the log shows 1. The later pin in the worst-skew pair is clocked with a latency of 0.25 ns. In this run the core area contains 21 standard-cell rows. The number of flip-flops and latches in the synthesized netlist works out to 8.

Per the timing report, the most critical flop-to-flop path finishes at light_ctrl.state[0]. The tools report the startpoint of the worst-slack reg-to-reg timing path as light_ctrl.state[0]. For the final database, setup skew stands at 0.0001283 ns. Per the OpenROAD power report, leakage power amounts to 0.0003782 uW. The number of antenna violations at the first check in global routing came out at 0.

The tools report the switching power total as 509.6 uW. For reference, the top logic cell family by area is simple AND/OR/NAND/NOR gates. The aoi/oai-family share of the synthesized area works out to 0.08459. With the worst setup slack after layout at -0.5446 ns, the worst relative slew slack is 0.7990. For the pin with the worst max-slew slack, the measured transition is 0.2988 ns.

Entering global routing, the biggest net connects 9 pins. For the maximum vdd ir drop, the log shows 564.6 uV. For reference, the most critical setup path is categorized as flip-flop to flip-flop. Per the post-place timing report, worst setup slack is -0.6096 ns. The area share of fa/ha/maj cells after synthesis was 0.09063. The ratio of cells with drive above 1 in the final layout came out at 0.3250. Post-layout minimum cycle time: 1.645 ns. Detailed-route iteration 0 reported a violation count of 44. The design draws 1585 uW. The script computed a power per unit cell area of 1745 mW/mm^2. The logs give 0.2659 for the fraction of the core area covered by cells at the end of the flow and 37 for the cell count after synthesis. The share of synthesized registers carrying an async set or reset works out to 1.000.

The run gives 0.003416 sq mm for the placeable core area. The average detailed-routed wire length per instance works out to 10.58 microns. The die covers 0.006400 sq mm. In this run, CTS created clock tree buffers numbering 3.

The average instance area after synthesis came out at 11.19 sq um. The final reports fail on negative setup slack. TritonCTS built the clock tree.

The parity-gate share of the synthesized area counting xor and xnor cells came out at 0. Per the post-CTS timing run, clock transition at the registers of the reported paths is 0.06 ns. The number of OpenROAD warnings was 39. Sorting the synthesized cells by how often they occur yields dfrtp_1 (8), ha_1 (3), inv_1 (3).

With the share of the clock period used by the worst path after layout at 1.495, the post-placement cell count is 119. The relative area change from synthesis to final layout works out to 119.3%. The max-capacitance violation count is 0, and the length of the first detailed-routing pass in iterations is 3. The end-of-flow timing check tallies setup violations at 4.

The final max-slew violation count came out at 0. According to the floorplan report, the die height is 80 microns. Detailed placement finished with a half-perimeter wire length of 1061 microns.

For the yosys stat cell total, the log shows 37. The switching share of total power works out to 0.3216. The top fanout value on the critical path is 3. The tools report the number of global-route vias before repair as 449. The global router's overall resource usage was 0.04128; the count of different cell masters after synthesis was 23.

The global route stage reports its total congestion overflow as 0. The share of Yosys cell area claimed by the top area cell type is 0.4834. Fraction of synthesized area in multiplexers: 0.06344. The run gives 0.1212 as the floorplan utilization. The count of unresolved DRC violations after routing came out at 0. In the routed layout, each cell is associated on average with a via count of 3.524. The library cell with the largest summed area after synthesis is dfrtp_1.

The class of the tightest hold or removal check is input port to asynchronous set/reset pin. With the simple-gate portion of the synthesized area at 0.2508, the number of standard cells in the layout, taps in and fillers out is 126. The sequential share of the synthesized area came out at 0.4834. Antenna repair during routing inserted a diode count of 0.

The combinational share of power is 0.626, and the maximum root-to-sink buffer count is 2. Looking at the clock tree report, the root buffer type is clkbuf_4. The number of cell instances on the worst register-to-register path came out at 6. STA classifies the critical path endpoint as a flip-flop. Per the gpl log, the routability congestion estimate is 0.7517. The timing report gives the worst reg2reg path a setup slack of -0.54 ns. The flow ran to the end, but the final reports show violations. Type of origin of the critical path: a flip-flop. The tree built by TritonCTS fans out to 8 sinks.

The warning tally printed by Yosys for this design is 5.
worst max-delay path, cell delays in order (launching register included):
cell and delay [ns]:
dfrtp_1 0.41, inv_2 0.08, ha_2 0.17, mux2_4 0.15, buf_4 0.11, nor4_1 0.05, or4_1 0.53
metrics by stage:
stage	TNS (ns)	hold slack (ns)	cell area [sq um]
CTS	-1.289	0.2208	893.4
floorplan	-0.5236	0.03566	424.2
global route	-1.521	0.2493	908.4
detailed placement	-1.071	0.4959	819.5
global placement	-1.001	0.4922	819.5
finish	-1.262	0.2135	908.4
cell families after synthesis:
| group | Yosys count |
|---|---|
| simple gates | 16 |
| flops | 8 |
| compound gates | 5 |
| buf+inv | 3 |
| fa+ha+maj | 3 |
| mux | 2 |
power groups by stage:
stage	registers [uW]	logic (uW)	clock network (uW)
final	371	993	221
after global routing	377	1080	248
after CTS	370	917	237
worst max path at each step:
stage and to:
6_report light_ctrl.state[0], 4_1_cts light_ctrl.state[0], 5_1_grt light_ctrl.state[0]
flip-flops by register name, summed over array words and instances, names as in the netlist:
| register | cells |
|---|---|
| climate_ctrl.cooler_on | 1 |
| climate_ctrl.heater_on | 1 |
| safety_sys.alarm | 1 |
| auth_sys.auth_status | 1 |
| light_ctrl.state | 2 |
| wg_ctrl.washer_status | 1 |
| wg_ctrl.dishwasher_status | 1 |
cell type report:
class	instances	area (sq um)
clock buffer	3	22.52
multi-input combinational	26	240.2
inverter	3	11.26
fill	363	2507
sequential	8	200.2
tap	46	57.56
timing repair buffer	40	376.6
cell usage in the layout (no fill, tap or decap):
master,instances
a31oi_1,1
and2_1,1
buf_4,10
buf_6,4
clkbuf_4,3
clkdlybuf4s15_1,3
clkdlybuf4s50_1,20
dfrtp_1,8
dlygate4sd2_1,3
ha_2,2
ha_4,1
inv_1,2
inv_2,1
mux2_2,1
mux2_4,1
nand2_1,1
nand3_1,2
nand3b_1,1
nor2_1,1
nor2b_1,2
nor3_1,1
nor3b_2,1
nor4_1,1
nor4b_1,1
nor4b_4,1
nor4bb_1,1
o211ai_1,1
o21ai_0,1
o31ai_1,1
o41ai_1,1
or2_2,1
or4_1,1
timing repair:
| action | 4_1_cts | 5_1_grt |
|---|---|---|
| hold buffers | 0 | 0 |
| buffers inserted | 4 | 1 |
| gates resized | 16 | 5 |
| setup endpoints to repair | 10 | 6 |
per-layer routing:
layer / vias up / track usage / part of all wire
met5: - / 0 / 0
met4: 0 / 0.001761 / 0.0045
met3: 2 / 0.02841 / 0.095
met2: 16 / 0.05377 / 0.39
met1: 199 / 0.05699 / 0.51
li1: 227 / - / -
Power figures rest on the tool's default switching activity, not on a simulated workload.
