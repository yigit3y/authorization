--- design/flow/design.v ---
module authorization_fsm (
    input clk,
    input reset,
    input start,       
    input valid,       
    output reg access  
);
    typedef enum reg [1:0] {
        IDLE = 2'b00,
        INPUT = 2'b01,
        VERIFY = 2'b10,
        GRANTED = 2'b11
    } state_t;
    state_t current_state, next_state;
    always @(posedge clk or posedge reset) begin
        if (reset)
            current_state <= IDLE;
        else
            current_state <= next_state;
    end
    always @(*) begin
        next_state = current_state;
        access = 0;
        case (current_state)
            IDLE: begin
                if (start)
                    next_state = INPUT;
            end
            INPUT: begin
                next_state = VERIFY;
            end
            VERIFY: begin
                if (valid)
                    next_state = GRANTED;
                else
                    next_state = IDLE;
            end
            GRANTED: begin
                access = 1;  
                next_state = IDLE;
            end
        endcase
    end
endmodule
module lighting_fsm (
    input clk,
    input reset,
    input switch_on,   
    input dim,         
    input timer_done,  
    output reg [1:0] light_state  
);
    typedef enum reg [1:0] {
        OFF = 2'b00,
        ON = 2'b01,
        DIM = 2'b10,
        TIMER = 2'b11
    } state_t;
    state_t current_state, next_state;
    always @(posedge clk or posedge reset) begin
        if (reset)
            current_state <= OFF;
        else
            current_state <= next_state;
    end
    always @(*) begin
        next_state = current_state;
        case (current_state)
            OFF: begin
                if (switch_on)
                    next_state = ON;
            end
            ON: begin
                if (dim)
                    next_state = DIM;
                else if (timer_done)
                    next_state = TIMER;
            end
            DIM: begin
                if (switch_on)
                    next_state = ON;
                else
                    next_state = OFF;
            end
            TIMER: begin
                if (timer_done)
                    next_state = OFF;
            end
        endcase
        light_state = current_state; 
    end
endmodule
module climate_control_fsm (
    input clk,
    input reset,
    input temp_high,   
    input temp_low,    
    input fan_on,      
    output reg [1:0] climate_state 
);
    typedef enum reg [1:0] {
        IDLE = 2'b00,
        HEATING = 2'b01,
        COOLING = 2'b10,
        FAN = 2'b11
    } state_t;
    state_t current_state, next_state;
    always @(posedge clk or posedge reset) begin
        if (reset)
            current_state <= IDLE;
        else
            current_state <= next_state;
    end
    always @(*) begin
        next_state = current_state;
        case (current_state)
            IDLE: begin
                if (temp_low)
                    next_state = HEATING;
                else if (temp_high)
                    next_state = COOLING;
                else if (fan_on)
                    next_state = FAN;
            end
            HEATING: begin
                if (!temp_low)
                    next_state = IDLE;
            end
            COOLING: begin
                if (!temp_high)
                    next_state = IDLE;
            end
            FAN: begin
                if (!fan_on)
                    next_state = IDLE;
            end
        endcase
        climate_state = current_state; 
    end
endmodule
module safety_fsm (
    input clk,
    input reset,
    input sensor_triggered,  
    input alarm_acknowledged, 
    input emergency_button,  
    output reg [1:0] safety_state 
);
    typedef enum reg [1:0] {
        SAFE = 2'b00,
        ALARM_TRIGGERED = 2'b01,
        EMERGENCY = 2'b10
    } state_t;
    state_t current_state, next_state;
    always @(posedge clk or posedge reset) begin
        if (reset)
            current_state <= SAFE;
        else
            current_state <= next_state;
    end
    always @(*) begin
        next_state = current_state;
        case (current_state)
            SAFE: begin
                if (sensor_triggered)
                    next_state = ALARM_TRIGGERED;
                else if (emergency_button)
                    next_state = EMERGENCY;
            end
            ALARM_TRIGGERED: begin
                if (alarm_acknowledged)
                    next_state = SAFE;
                else if (emergency_button)
                    next_state = EMERGENCY;
            end
            EMERGENCY: begin
                if (!emergency_button)
                    next_state = SAFE;
            end
        endcase
        safety_state = current_state; 
    end
endmodule
--- design/flow/run.sh ---
#!/bin/bash
# OpenROAD 26Q1-2900-gdf79404cd8, Yosys 0.63+post, stock flow scripts
make -C /OpenROAD-flow-scripts/flow DESIGN_CONFIG=/design/flow/config.mk WORK_HOME=/design/flow/orfs finish
--- design/flow/config.mk ---
export PLATFORM = sky130hd
export DESIGN_NAME = safety_fsm
export DESIGN_NICKNAME = safety_fsm
export VERILOG_FILES = /design/flow/design.v
export SDC_FILE = /design/flow/constraint.sdc
export NUM_CORES = 4
export LEC_CHECK = 1
export CORE_AREA = 10 10 70 70
export DIE_AREA = 0 0 80 80
--- design/flow/constraint.sdc ---
current_design safety_fsm

set clk_period 1.9
set clk_io_pct 0.2

create_clock -name clk0 -period $clk_period [get_ports {clk}]

set non_clock_inputs [all_inputs -no_clocks]
set_input_delay [expr $clk_period * $clk_io_pct] -clock clk0 $non_clock_inputs
set_output_delay [expr $clk_period * $clk_io_pct] -clock clk0 [all_outputs]
==> CHANGELOG.md <==
### Physical design

* Status: complete, no violations
* Synthesis Warnings at 1
* WP data required at 1.52 ns
* Final total power at 0.363 mW
* Minimum clock period at 1.57 ns
* Layout cells sized above 1 at 13.8%
* RSZ-0062 raised after global routing: false
* Critical-path top delay cell: clkdlybuf4s50_1
* CTS Hold Bufs at 0
* Startpoint Class: flop
* Fillers at 406
* IR drop worst, VDD at 728 uV
* Worst EP arrival at 1.19 ns
* Initial DRC Count at 0
* Met1 Usage GRT at 2.52%
* Avg Cell Area, Syn at 8.95 um2
* Die W at 80 um
* Postcts setup bufs at 0
* Clk slew on worst S/H paths at 0.03 ns
* DRT Wirelength at 568 um
* Main flop type: dfrtp_1
* Root Buffer: clkbuf_4
* Slew Limit Fails at 0
* Die area at 0.00640 mm2
* Synthesized netlist cell count at 20
* Crit end category: output pin
* 1st-pass router iterations at 1
* Total tool warning count at 27
* Synthesized area at 179 um2
* DP Wirelength at 448 um
* Top flop regs: current_state: 2 flops
* # DRC at 0
* Register bit count reported by yosys at 2
* Unique masters post-synth at 13
* Die Ht at 80 um
* Max FFs per register at 2
* Fmax achieved at 635 MHz
* Cells in synth_stat.txt at 20
* Post-DR wirelength/cell at 7.57 um
* RD Place Congestion at 0.665
* Max Root-Sink Buffers at 2
* Clock sink total at 2
* Synth top cells by count: ha_1 (3), inv_1 (3), dfrtp_1 (2), nand3_1 (2), nor3b_1 (2)
* Clk latency of the worst-skew pair at 0.23 ns
* CTS tree: done
* Vias post-DR at 181
* Yosys synthesis chip area at 179 um2
* Crit path launch: current_state[1]
* I/O pins at 7
* Async set or reset register ratio after synthesis at 100%
* RR Startpoint: current_state[0]
* Antenna-violating nets left at 0
* Placed Area at 297 um2
* Flip-flops with a built-in enable at 0
* Total Routing Usage GR at 1.90%
* Fin Clk Skew at 0.00372 ns
* Measured slew at the worst slew-check pin at 0.269 ns
* Fp util at 5.24%
* Power Density at 1140 mW/mm2
* Setup TNS at 0 ns
* GRT Max-Usage Layer: met1
* Largest area contributor in the netlist: dfrtp_1
* Final setup viols at 0
* Bufs and invs on worst path at 1
* Final Cell Area at 319 um2
* Slew headroom at 81.8%
* Final hold violation count at 0
* Crit path max fanout at 7
* Largest net degree at the start of global routing at 8
* Drt via density at 2.41
* Port Buffer Count at 6
* Grt total ovfl at 0
* Routing usage on met3 at 2.05%
* CP peak stage delay at 0.53 ns
* Ant. Diodes at 0
* Fin crit share at 82.8%
* First-pass GRT wire length at 945 um
* Multi-input gate area at 118 um2
* CP Class: flop to output pin
* M2 GR Usage at 2.01%
* CTS buffer count at 3
* Crit. path cell count at 1
* Hold Path Class: primary input to asynchronous set/reset pin
* Std-Cell Rows at 21
* Synthesis-to-layout area growth at 78.3%
* R2R cell count at 5
* Vias in the first global route at 216
* Register share after synthesis at 28.0%
* Sequential cell area at 50.0 um2
* Area share, top type at 28.0%
* Top area cell types: dfrtp_1 (28%), ha_1 (21%), nor3b_1 (8.4%)
* Initial antenna violation count at 0
* Pleak at 0.119 nW
* Top reg by flops: current_state
* H-tree depth at 1
* Core box area at 0.00342 mm2
* Critical Path, Cell by Cell: clkdlybuf4s50_1
* Post-CTS resize count at 0
* CP top delay family: buffers and inverters
* Max_cap viols at 0
==> cell families after synthesis <==
family          count (synthesis)  share of synthesized area (%)
compound gates                  4                           16.8
fa+ha+maj                       3                           21.0
buf+inv                         3                           6.29
flops                           2                           28.0
simple gates                    8                           28.0
==> path summary, 6_finish.rpt <==
kind / endpoint / slack, ns
max: safety_state[1] / 0.33
min: current_state[0] / 0.31
max reg2reg: current_state[0] / 0.47
min reg2reg: current_state[1] / 0.63
max in group asynchronous: current_state[1] / 1.48
min in group clk0: current_state[1] / 0.63
==> final cells by class <==
cell class	count	area share (%)
flip-flops and latches	2	15.7
inverters	3	3.53
clock buffers	3	7.06
multi-input cells	15	36.9
repair buffers	6	18.8
well taps	46	18.0
==> per-layer routing <==
layer	routed length (um)	vias up	share of wire [%]
li1	-	90	-
met1	308	81	54
met2	167	10	29
met3	92	0	16
met4	0	0	0
met5	0	-	0
==> where the power goes <==
part	total (mW)	internal, mW	switching (mW)
sequential	0.0874	0.0612	0.0262
clock	0.0971	0.0699	0.0273
combinational	0.178	0.102	0.0769
==> metrics by stage <==
stage	utilization (%)	setup slack, ns	hold WS [ns]	instances
6_report	9.34	0.326	0.305	75
5_1_grt	9.34	0.262	0.335	75
4_1_cts	9.34	0.322	0.306	75
3_5_place_dp	8.68	0.332	0.551	72
3_3_place_gp	8.68	0.361	0.542	72
2_1_floorplan	-	0.614	0.121	20
==> cell usage in the layout, fill, tap and decap left out, drive strengths merged <==
cell type	instances
nand3	2
nor4b	1
o22ai	1
nand2	1
ha	3
dfrtp	2
inv	3
a311o	1
clkdlybuf4s50	6
nor2b	1
nand2b	1
clkbuf	3
nor3b	2
a21oi	2
Power and IR drop assume default switching activity.
